$ cat flow/design.v
module pc (PCIN,RESET,CLK,PCOUT ,BUBBLE);
    input [31:0] PCIN;
    input RESET,CLK,BUBBLE;
    output reg [31:0] PCOUT;
    always @(posedge CLK)
    begin
        if(RESET)
        begin
            #2
            PCOUT <= 0;
        end
        else if(!BUBBLE)begin
            #2
            PCOUT <= PCIN;
        end
    end
endmodule
$ cat flow/run.sh
#!/bin/bash
# OpenROAD 26Q1-2900-gdf79404cd8, Yosys 0.63+post, stock flow scripts
make -C /OpenROAD-flow-scripts/flow DESIGN_CONFIG=/design/flow/config.mk WORK_HOME=/design/flow/orfs finish
$ cat flow/config.mk
export PLATFORM = sky130hd
export DESIGN_NAME = pc
export DESIGN_NICKNAME = pc
export VERILOG_FILES = /design/flow/design.v
export SDC_FILE = /design/flow/constraint.sdc
export NUM_CORES = 4
export LEC_CHECK = 1
export CORE_AREA = 10 10 91 91
export DIE_AREA = 0 0 101 101
$ cat flow/constraint.sdc
current_design pc

set clk_period 1.0
set clk_io_pct 0.2

create_clock -name clk0 -period $clk_period [get_ports {CLK}]

set non_clock_inputs [all_inputs -no_clocks]
set_input_delay [expr $clk_period * $clk_io_pct] -clock clk0 $non_clock_inputs
set_output_delay [expr $clk_period * $clk_io_pct] -clock clk0 [all_outputs]
==> flow_summary.yaml <==
# implementation run metrics
die:
  pin_count: 67
  die-area_mm2: 0.01020
  die.size.x_um: 101
  die.size.y_um: 101
  placementRows: 29
  floorplan.core_area_mm2: 0.006350
  core_util_floorplan_pct: 18.33
synthesis:
  synth_cells: 103
  synth_sequential_area_ratio_pct: 55.05
  top_cells_by_area: "dfxtp_1, mux2i_1, nor2_1"
  synth.lib_cells_used.distinct: 6
  synth_adder_area_share_pct: 0
  largest_area_cell: "dfxtp_1"
  yosysTopAreaCellShare_pct: 55.05
  synthTopLogicFamily: "multiplexers"
  yosys_warnings: 1
  synth_stat.cells: 103
  post_synth_and_or_nand_nor_area_fraction_pct: 10.32
  post_synth_xor_area_fraction_pct: 0
  ys_seq_elements: 32
  synthMuxAreaShare_pct: 27.53
  mapped_avg_cell_area_um2: 11.30
  ys_sh_aoi_pct: 0
  yosys_area_mm2: 0.001164
  post_syn_area_mm2: 0.001164
worst_setup_path:
  cpMaxStageDelayCell: "dfxtp_2"
  worst-path-max-fanout: 2
  worst-endpoint-arrival_ns: 0.71
  cp-start-kind: "flip-flop"
  timing.setup.critical_path_class: "reg -> out"
  timing.critical_path.max_delay_family: "flip-flops"
  worstPathCellList: "buf_2"
  crit_path_max_incr_delay_ns: 0.32
  endpoint_kind: "output pin"
  timing.critical_path.required_ns: 0.80
  timing.critical_path.buf_inv: 1
pwr:
  total_power_uw: 2829
  p_per_area_mw_per_mm2: 1492
  vdd_ir_drop_max_v: 0.0005887
  power.static_leakage_uw: 0.0008997
outcome:
  outcome: "complete, no violations"
global_route:
  gr-total-overflow: 0
  global_route.usage.total_pct: 5.881
  wire_length_of_the_first_global_routing_pass_um: 4892
  number_of_antenna_violations_at_the_first_check_in_global_routing: 0
  maximum_number_of_pins_on_one_net_before_global_route_repair: 33
  via_count_of_the_first_global_routing_pass: 989
place:
  detailed_place_hpwl_um: 2344
  port_buffers: 66
  post_place_cell_area_mm2: 0.001908
  gp_routability_congestion: 0.6101
clock_network:
  clk-insertion-delay-late_ns: 0.27
  ctsHtreeMaxLevel: 2
  clk_root_buffer_cell: "clkbuf_8"
  clkSinkCount: 32
  postCtsHoldBufs: 0
  numCtsBuffers: 5
  max-clock-path-buffers: 2
  clock_tree_from_tritoncts: "built"
  clk_transition_reported_paths_ns: 0.07
flow_run:
  stage_log_warnings: 25
  drv.max_cap_violation_count: 0
sta:
  max_slew_margin_pct: 90.13
  max_slew.worst_pin.slew_ns: 0.1440
  report.final.slew_viol_count: 0
  period_needed_ns: 0.9068
  rsz0062_at_grt: "no"
  max_clock_freq_mhz: 1103
  hold_viol_final: 0
  final_min_period_over_clock_period_pct: 90.68
  worst_clock_skew_ns: 0
  finalSetupViolCount: 0
  setup_total_negative_slack_ns: 0
  hold_ws_ns: 0.4245
min_path:
  hold_path_class: "in -> reg"
final_layout:
  final_core_util_pct: 29.87
  post-route-cell-area_mm2: 0.001897
  max_flop_register: "PCOUT"
  areaGrowthSynthToFinish_pct: 63.01
  logic_area_um2: 440.4
  drive_gt1_share_pct: 44.63
  final-seq-area_um2: 680.7
  largest_register_ff_count: 32
  fillCellCount: 654
  largest_registers: "PCOUT: 32 flops"
routing:
  num_vias: 941
  drt_iter0_drc: 23
  final_antenna_net_count: 0
  drc: 0
  vias_per_cell: 3.705
  avgRoutedWirePerCell_um: 12.30
  number_of_antenna_repair_diodes: 0
  drt_wl_total_um: 3124
  first_drt_pass_iteration_count: 4
-- per-layer routing --
layer  share of wire, %  GRT usage, %
met1                 42         7.290
met5                  0             0
met2                 43         8.403
met3                 13         4.158
met4                1.4        0.7503
-- logic make-up (layout without fill, tap and decap cells) --
logic type	Yosys count	count (layout)
buffers and inverters	7	81
flip-flops	32	32
AND/OR/NAND/NOR	32	32
multiplexers	32	32
-- stage by stage --
step | setup slack (ns) | cells
2_1_floorplan | 0.2073 | 103
3_3_place_gp | -0.08695 | 244
3_5_place_dp | -0.09609 | 244
4_1_cts | 0.0001903 | 253
5_1_grt | 0.04730 | 254
6_report | 0.09316 | 254
-- synthesized netlist by cell type --
cell       n
mux2i_1   32
clkbuf_1   3
buf_12     3
buf_6      1
dfxtp_1   32
nor2_1    32
-- power breakdown --
part	internal [uW]	switching (uW)	leakage, uW	total (uW)
Clock	559	477	0.0000445	1040
Sequential	1370	35.2	0.000275	1400
Combinational	267	126	0.000580	393
-- final timing paths --
kind                            slack (ns)      start  cells past startpoint         to
worst min register to register        0.48  PCOUT[19]                      2  PCOUT[19]
worst max-delay path                  0.09  PCOUT[27]                      1  PCOUT[27]
worst max register to register        0.28  PCOUT[23]                      3  PCOUT[23]
worst min-delay path                  0.42     BUBBLE                      4  PCOUT[29]
-- layout by cell type (no fill, tap or decap) --
cell type        Yosys  routed
dfxtp_2              0      32
clkbuf_8             0       6
clkbuf_2             0      22
mux2i_1             32      32
buf_12               3       3
buf_4                0       4
clkbuf_1             3       1
buf_2                0      11
nor2_1              32      32
clkdlybuf4s50_1      0      33
clkinvlp_4           0       1
-- timing repair --
action,in CTS,in global routing
buffers inserted,1,1
setup endpoints to repair,32,22
hold endpoints to repair,0,0
resized,107,22
-- cell type report --
type | instances | area share, %
sequential | 32 | 35.88
timing repair buffer | 73 | 30.87
multi-input combinational | 64 | 23.22
tap | 77 | 5.079
clock buffer | 7 | 4.551
clock inverter | 1 | 0.3958
Power and IR drop assume default switching activity.
