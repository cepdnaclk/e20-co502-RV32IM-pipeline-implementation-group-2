[design/flow/run.sh]
#!/bin/bash
# OpenROAD 26Q1-2900-gdf79404cd8, Yosys 0.63+post, stock flow scripts
make -C /OpenROAD-flow-scripts/flow DESIGN_CONFIG=/design/flow/config.mk WORK_HOME=/design/flow/orfs finish
[design/flow/config.mk]
export PLATFORM = sky130hd
export DESIGN_NAME = ID_IF_register
export DESIGN_NICKNAME = ID_IF_register
export VERILOG_FILES = /design/flow/design.v
export SDC_FILE = /design/flow/constraint.sdc
export NUM_CORES = 4
export LEC_CHECK = 1
export CORE_UTILIZATION = 50
[design/flow/constraint.sdc]
current_design ID_IF_register

set clk_period 1.5
set clk_io_pct 0.2

create_clock -name clk0 -period $clk_period [get_ports {CLK}]

set non_clock_inputs [all_inputs -no_clocks]
set_input_delay [expr $clk_period * $clk_io_pct] -clock clk0 $non_clock_inputs
set_output_delay [expr $clk_period * $clk_io_pct] -clock clk0 [all_outputs]
[design/flow/design.v]
module ID_IF_register(CLK,INSTRUCTION,PC,PC_PLUS_4,RESET,BUBBLE,INSTRUCTION_OUT,PC_OUT,PC_PLUS_4_OUT);
input RESET,CLK,BUBBLE;
input[31:0] INSTRUCTION,PC,PC_PLUS_4;
output reg [31:0] INSTRUCTION_OUT,PC_OUT,PC_PLUS_4_OUT;
always @(posedge CLK or posedge RESET) begin
    if (RESET) begin
        #1
        INSTRUCTION_OUT <= 32'b0;   
        PC_OUT <= 32'b0;
        PC_PLUS_4_OUT <= 32'b0;
    end 
    else if (!BUBBLE) begin
        #2
        INSTRUCTION_OUT <= INSTRUCTION;
        PC_OUT <= PC;
        PC_PLUS_4_OUT <= PC_PLUS_4;
    end
end
endmodule
==> results.toml <==
# physical design summary
[job]
drv_cap = 0
tool_warnings = 26

[yosys]
topCellsByArea = "dfrtp_1 64%, mux2_2 17%, mux2_4 16%"
synth-edff-count = 0
ff_type = "dfrtp_1"
synth_cells = 204
synth_area_sq_um = 3770
yosys_cells = 204
ys_area_sq_um = 3770
yosys.area.top_type = "dfrtp_1"
synth_top_cell_by_count = "dfrtp_1"
common_cells = "96 x dfrtp_1, 56 x mux2_2, 40 x mux2_4"
ys_seq_share_pct = 63.7
async_reset_ff_share_pct = 100
ys_types = 8
synth.ff_latch_count = 96
yosysTopAreaCellShare_pct = 63.7
synth_warnings = 1
synth.avg_cell_area_sq_um = 18.5

[clock_network]
htreeDepth = 3
cts_made_buffers = 9
postCtsHoldBufs = 0
cts-root-buf = "clkbuf_8"
cts_tree = "done"
path_clk_slew_ns = 0.09
clock-sinks = 96
clock_path_buffers = 2
clock_latency_ns = 0.35

[floorplan]
fp.dieW_um = 88.8
core_sq_um = 7250
fp.dieH_um = 88.8
io_pins = 195
dieArea_sq_um = 7890
row_count = 31
floorplan.core_util_pct = 52.0

[detailed_routing]
diodes = 0
avgViaCountPerCell = 4.77
wl_per_cell_um = 19.0
vias = 2516
drt_wl_total_um = 10000
first_pass_iters = 4
drt_iter0_drc = 54
drc = 0
drtAntennaViolNets = 0

[placed_design]
numPortBuffers = 194
placedCellCount = 494
place_area_sq_um = 5830
place.gp.congestion = 0.759
place_ws_ns = 0.207
dp_hpwl_um = 6930

[grt]
use_met2_pct = 38.0
busiest_layer = "met1"
grt_pass1_vias = 2561
grt_pass1_wl_um = 14200
grt_overflow = 0
use_met3_pct = 11.7
antenna_found_initial = 0
grt_max_degree = 74
track_usage_pct = 26.0
grtUsageMet1_pct = 39.8

[finish]
stdcell_area_sq_um = 6210
fillers = 380
syn_to_final_growth_pct = 64.7
final_util_pct = 85.6
fin_cells = 527
drive_above_1_share_pct = 32.2

[critical_path]
rr_startpoint = "PC_PLUS_4_OUT[13]"
slowest_stage = "clkdlybuf4s50_1"
crit_path_start_kind = "register"
cp-end-kind = "output port"
path_cells = "clkdlybuf4s50_1"
r2r.worst_path.cells = 2
path_buffers = 1
cp_max_fo = 2
crit_required_ns = 1.20
critPathTopFamily = "buffers and inverters"
arrival_ns = 1.15
critPathMaxStageDelay_ns = 0.47
r2r_end = "PC_PLUS_4_OUT[13]"
path_class = "register to output port"
r2r_slack_ns = 0.60

[power_and_ir_drop]
switchingPower_mw = 1.32
pwr-share-clk_pct = 27.1
p_sw_share_pct = 23.1
ir_worst_vdd_mv = 0.682
p_leak_nw = 3.20
p_total_mw = 5.70
pwr-share-seq_pct = 52.3
internal-power_mw = 4.39
p_comb_share_pct = 20.6
powerDensity_nw_per_um2 = 919

[status]
status = "finished, final reports clean"

[final_timing]
rsz0062_at_grt = "no"
fin_ws_ns = 0.0459
slew_violations = 0
slew_headroom_pct = 75.0
tightest_slew_ns = 0.376
finalCritPeriodShare_pct = 96.9
setup_viol = 0
report.final.hold_viol_count = 0
fmax_mhz = 688
finClkSkew_ns = 0
timing.hold.ws_ns = 0.402
tns_ns = 0
fin_crit_ns = 1.45

[min_path]
hp-class = "input pin to async pin"
-- what timing repair did --
action	CTS	global route
pin swaps	0	0
resized	44	51
endpoints found under the setup margin	47	51
buffers inserted	8	9
-- cell type report --
class | count | area, sq um | area share, %
Inverter | 1 | 7.51 | 0.121
Clock inverter | 5 | 40.0 | 0.645
Clock buffer | 11 | 141 | 2.28
Timing Repair Buffer | 219 | 2260 | 36.4
Multi-Input combinational cell | 96 | 1230 | 19.8
Tap cell | 99 | 124 | 2.00
Sequential cell | 96 | 2400 | 38.7
-- power groups by stage --
stage	clock network, mW	logic (mW)	registers [mW]
global route	1.70	1.27	3.01
CTS	1.59	1.20	2.99
finish	1.55	1.18	2.98
-- registers in the layout, summed over array words and instances, names as in the netlist --
| name | cells |
|---|---|
| INSTRUCTION_OUT | 32 |
| PC_OUT | 32 |
| PC_PLUS_4_OUT | 32 |
-- cells in the final DEF, fill, tap and decap left out --
cell type / instances
buf_12: 5
buf_4: 21
clkbuf_1: 1
clkbuf_8: 10
clkdlybuf4s50_1: 98
clkinv_2: 1
clkinv_4: 2
clkinvlp_4: 1
dfrtp_1: 96
dlygate4sd2_1: 44
dlymetal6s2s_1: 51
inv_6: 2
mux2_2: 56
mux2_4: 40
-- worst max-delay path by stage --
stage | startpoint | to | slack, ns | depth (start not counted)
after CTS | PC_OUT[9] | PC_OUT[9] | 0.00003 | 1
after global routing | INSTRUCTION_OUT[22] | INSTRUCTION_OUT[22] | 0.004 | 1
final | INSTRUCTION_OUT[22] | INSTRUCTION_OUT[22] | 0.05 | 1
-- cells by family after synthesis --
logic type  share of synthesized area [%]
flops                                63.7
mux                                  32.7
buf+inv                              3.59
-- layer usage --
layer | vias up | share of wire [%]
li1 | 1150 | -
met1 | 1246 | 40
met2 | 113 | 47
met3 | 7 | 12
met4 | 0 | 0.93
met5 | - | 0
Power and IR drop assume default switching activity.
